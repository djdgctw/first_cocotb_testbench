$ cat /design/flow/design.v
`timescale 1ns/1ps
module Top (
  output wire          io_VGA_hsync,
  output wire          io_VGA_vsync,
  output wire          io_VGA_Coloren,
  output wire [7:0]    io_VGA_color_r,
  output wire [7:0]    io_VGA_color_g,
  output wire [7:0]    io_VGA_color_b,
  input  wire          clk,
  input  wire          reset
);
  wire       [11:0]   vgaCtrl_1_io_timings_h_colorStart;
  wire       [11:0]   vgaCtrl_1_io_timings_h_colorEnd;
  reg                 vgaCtrl_1_io_pixel_valid;
  reg        [7:0]    vgaCtrl_1_io_pixel_payload_r;
  reg        [7:0]    vgaCtrl_1_io_pixel_payload_g;
  reg        [7:0]    vgaCtrl_1_io_pixel_payload_b;
  wire                vgaCtrl_1_io_pixel_ready;
  wire                vgaCtrl_1_io_VGA_hsync;
  wire                vgaCtrl_1_io_VGA_vsync;
  wire                vgaCtrl_1_io_VGA_Coloren;
  wire       [7:0]    vgaCtrl_1_io_VGA_color_r;
  wire       [7:0]    vgaCtrl_1_io_VGA_color_g;
  wire       [7:0]    vgaCtrl_1_io_VGA_color_b;
  wire                vgaCtrl_1_io_error;
  wire                vgaCtrl_1_io_frameStart;
  wire       [11:0]   vgaCtrl_1_io_hCount;
  wire       [11:0]   vgaCtrl_1_io_vCount;
  wire       [11:0]   _zz_hMid;
  wire       [11:0]   hVisibleWidth;
  wire       [11:0]   hMid;
  wire                when_VGACtrl_l199;
  wire                when_VGACtrl_l203;
  assign _zz_hMid = (hVisibleWidth >>> 1);
  VgaCtrl vgaCtrl_1 (
    .io_softReset            (1'b0                                   ),  
    .io_timings_h_syncStart  (12'h05f                                ),  
    .io_timings_h_syncEnd    (12'h31f                                ),  
    .io_timings_h_colorStart (vgaCtrl_1_io_timings_h_colorStart[11:0]),  
    .io_timings_h_colorEnd   (vgaCtrl_1_io_timings_h_colorEnd[11:0]  ),  
    .io_timings_v_syncStart  (12'h001                                ),  
    .io_timings_v_syncEnd    (12'h20c                                ),  
    .io_timings_v_colorStart (12'h022                                ),  
    .io_timings_v_colorEnd   (12'h202                                ),  
    .io_pixel_valid          (vgaCtrl_1_io_pixel_valid               ),  
    .io_pixel_ready          (vgaCtrl_1_io_pixel_ready               ),  
    .io_pixel_payload_r      (vgaCtrl_1_io_pixel_payload_r[7:0]      ),  
    .io_pixel_payload_g      (vgaCtrl_1_io_pixel_payload_g[7:0]      ),  
    .io_pixel_payload_b      (vgaCtrl_1_io_pixel_payload_b[7:0]      ),  
    .io_VGA_hsync            (vgaCtrl_1_io_VGA_hsync                 ),  
    .io_VGA_vsync            (vgaCtrl_1_io_VGA_vsync                 ),  
    .io_VGA_Coloren          (vgaCtrl_1_io_VGA_Coloren               ),  
    .io_VGA_color_r          (vgaCtrl_1_io_VGA_color_r[7:0]          ),  
    .io_VGA_color_g          (vgaCtrl_1_io_VGA_color_g[7:0]          ),  
    .io_VGA_color_b          (vgaCtrl_1_io_VGA_color_b[7:0]          ),  
    .io_error                (vgaCtrl_1_io_error                     ),  
    .io_frameStart           (vgaCtrl_1_io_frameStart                ),  
    .io_hCount               (vgaCtrl_1_io_hCount[11:0]              ),  
    .io_vCount               (vgaCtrl_1_io_vCount[11:0]              ),  
    .clk                     (clk                                    ),  
    .reset                   (reset                                  )   
  );
  assign vgaCtrl_1_io_timings_h_colorEnd = 12'h30f;
  assign vgaCtrl_1_io_timings_h_colorStart = 12'h08f;
  assign hVisibleWidth = (vgaCtrl_1_io_timings_h_colorEnd - vgaCtrl_1_io_timings_h_colorStart);
  assign hMid = (vgaCtrl_1_io_timings_h_colorStart + _zz_hMid);
  always @(*) begin
    vgaCtrl_1_io_pixel_valid = 1'b0;
    if(vgaCtrl_1_io_pixel_ready) begin
      if(when_VGACtrl_l199) begin
        vgaCtrl_1_io_pixel_valid = 1'b1;
      end
    end
  end
  always @(*) begin
    vgaCtrl_1_io_pixel_payload_r = 8'h0;
    if(vgaCtrl_1_io_pixel_ready) begin
      if(when_VGACtrl_l199) begin
        if(when_VGACtrl_l203) begin
          vgaCtrl_1_io_pixel_payload_r = 8'h0;
        end else begin
          vgaCtrl_1_io_pixel_payload_r = 8'hff;
        end
      end
    end
  end
  always @(*) begin
    vgaCtrl_1_io_pixel_payload_g = 8'h0;
    if(vgaCtrl_1_io_pixel_ready) begin
      if(when_VGACtrl_l199) begin
        if(when_VGACtrl_l203) begin
          vgaCtrl_1_io_pixel_payload_g = 8'h0;
        end else begin
          vgaCtrl_1_io_pixel_payload_g = 8'h0;
        end
      end
    end
  end
  always @(*) begin
    vgaCtrl_1_io_pixel_payload_b = 8'h0;
    if(vgaCtrl_1_io_pixel_ready) begin
      if(when_VGACtrl_l199) begin
        if(when_VGACtrl_l203) begin
          vgaCtrl_1_io_pixel_payload_b = 8'h0;
        end else begin
          vgaCtrl_1_io_pixel_payload_b = 8'h0;
        end
      end
    end
  end
  assign when_VGACtrl_l199 = ((vgaCtrl_1_io_timings_h_colorStart <= vgaCtrl_1_io_hCount) && (vgaCtrl_1_io_hCount <= vgaCtrl_1_io_timings_h_colorEnd));
  assign when_VGACtrl_l203 = (vgaCtrl_1_io_hCount <= hMid);
  assign io_VGA_hsync = vgaCtrl_1_io_VGA_hsync;
  assign io_VGA_vsync = vgaCtrl_1_io_VGA_vsync;
  assign io_VGA_Coloren = vgaCtrl_1_io_VGA_Coloren;
  assign io_VGA_color_r = vgaCtrl_1_io_VGA_color_r;
  assign io_VGA_color_g = vgaCtrl_1_io_VGA_color_g;
  assign io_VGA_color_b = vgaCtrl_1_io_VGA_color_b;
endmodule
module VgaCtrl (
  input  wire          io_softReset,
  input  wire [11:0]   io_timings_h_syncStart,
  input  wire [11:0]   io_timings_h_syncEnd,
  input  wire [11:0]   io_timings_h_colorStart,
  input  wire [11:0]   io_timings_h_colorEnd,
  input  wire [11:0]   io_timings_v_syncStart,
  input  wire [11:0]   io_timings_v_syncEnd,
  input  wire [11:0]   io_timings_v_colorStart,
  input  wire [11:0]   io_timings_v_colorEnd,
  input  wire          io_pixel_valid,
  output wire          io_pixel_ready,
  input  wire [7:0]    io_pixel_payload_r,
  input  wire [7:0]    io_pixel_payload_g,
  input  wire [7:0]    io_pixel_payload_b,
  output wire          io_VGA_hsync,
  output wire          io_VGA_vsync,
  output wire          io_VGA_Coloren,
  output wire [7:0]    io_VGA_color_r,
  output wire [7:0]    io_VGA_color_g,
  output wire [7:0]    io_VGA_color_b,
  output wire          io_error,
  output wire          io_frameStart,
  output wire [11:0]   io_hCount,
  output wire [11:0]   io_vCount,
  input  wire          clk,
  input  wire          reset
);
  wire                when_VGACtrl_l106;
  reg        [11:0]   h_counter;
  wire                h_syncStart;
  wire                h_syncEnd;
  wire                h_colorStart;
  wire                h_colorEnd;
  reg                 h_sync;
  reg                 h_colorEn;
  reg        [11:0]   v_counter;
  wire                v_syncStart;
  wire                v_syncEnd;
  wire                v_colorStart;
  wire                v_colorEnd;
  reg                 v_sync;
  reg                 v_colorEn;
  wire                coloren;
  assign when_VGACtrl_l106 = 1'b1;
  assign h_syncStart = (io_timings_h_syncStart == h_counter);
  assign h_syncEnd = (io_timings_h_syncEnd == h_counter);
  assign h_colorStart = (io_timings_h_colorStart == h_counter);
  assign h_colorEnd = (io_timings_h_colorEnd == h_counter);
  assign v_syncStart = (io_timings_v_syncStart == v_counter);
  assign v_syncEnd = (io_timings_v_syncEnd == v_counter);
  assign v_colorStart = (io_timings_v_colorStart == v_counter);
  assign v_colorEnd = (io_timings_v_colorEnd == v_counter);
  assign coloren = (h_colorEn && v_colorEn);
  assign io_VGA_hsync = h_sync;
  assign io_VGA_vsync = v_sync;
  assign io_VGA_color_r = io_pixel_payload_r;
  assign io_VGA_color_g = io_pixel_payload_g;
  assign io_VGA_color_b = io_pixel_payload_b;
  assign io_VGA_Coloren = coloren;
  assign io_hCount = h_counter;
  assign io_vCount = v_counter;
  assign io_pixel_ready = coloren;
  assign io_frameStart = v_syncEnd;
  assign io_error = (coloren && (! io_pixel_valid));
  always @(posedge clk or posedge reset) begin
    if(reset) begin
      h_counter <= 12'h0;
      h_sync <= 1'b1;
      h_colorEn <= 1'b0;
      v_counter <= 12'h0;
      v_sync <= 1'b1;
      v_colorEn <= 1'b0;
    end else begin
      if(when_VGACtrl_l106) begin
        h_counter <= (h_counter + 12'h001);
        if(h_syncEnd) begin
          h_counter <= 12'h0;
        end
      end
      if(h_syncStart) begin
        h_sync <= 1'b0;
      end
      if(h_syncEnd) begin
        h_sync <= 1'b1;
      end
      if(h_colorStart) begin
        h_colorEn <= 1'b1;
      end
      if(h_colorEnd) begin
        h_colorEn <= 1'b0;
      end
      if(io_softReset) begin
        h_sync <= 1'b0;
        h_colorEn <= 1'b0;
        h_counter <= 12'h0;
      end
      if(h_syncEnd) begin
        v_counter <= (v_counter + 12'h001);
        if(v_syncEnd) begin
          v_counter <= 12'h0;
        end
      end
      if(v_syncStart) begin
        v_sync <= 1'b0;
      end
      if(v_syncEnd) begin
        v_sync <= 1'b1;
      end
      if(v_colorStart) begin
        v_colorEn <= 1'b1;
      end
      if(v_colorEnd) begin
        v_colorEn <= 1'b0;
      end
      if(io_softReset) begin
        v_sync <= 1'b0;
        v_colorEn <= 1'b0;
        v_counter <= 12'h0;
      end
    end
  end
endmodule
$ cat /design/flow/run.sh
#!/bin/bash
# OpenROAD 26Q1-2900-gdf79404cd8, Yosys 0.63+post, stock flow scripts
make -C /OpenROAD-flow-scripts/flow DESIGN_CONFIG=/design/flow/config.mk WORK_HOME=/design/flow/orfs finish
$ cat /design/flow/config.mk
export PLATFORM = sky130hd
export DESIGN_NAME = Top
export DESIGN_NICKNAME = Top
export VERILOG_FILES = /design/flow/design.v
export SDC_FILE = /design/flow/constraint.sdc
export NUM_CORES = 4
export LEC_CHECK = 1
export CORE_UTILIZATION = 30
export SYNTH_HDL_FRONTEND = slang
$ cat /design/flow/constraint.sdc
current_design Top

set clk_period 3.5
set clk_io_pct 0.2

create_clock -name clk0 -period $clk_period [get_ports {clk}]

set non_clock_inputs [all_inputs -no_clocks]
set_input_delay [expr $clk_period * $clk_io_pct] -clock clk0 $non_clock_inputs
set_output_delay [expr $clk_period * $clk_io_pct] -clock clk0 [all_outputs]
==> Slide: Implementation Results <==
Run Summary

Global route
  – Wire length of the first global-routing pass: 5550 µm
  – Maximum number of pins on one net before global-route repair: 29
  – Vias in the first global route: 1222
  – Antenna violations before repair: 0
  – Total congestion overflow after global routing: 0
  – Total global routing track utilization: 11.0%

Drt
  – Number of vias after detailed routing: 1257
  – Remaining routing DRC violations: 0
  – Routed length per placed instance: 11.9 µm
  – Diodes inserted: 0
  – Tally of nets with antenna violations remaining after routing: 0
  – Wire length reported by the detailed router: 3110 µm
  – Average via count per standard cell: 4.83
  – Violation tally from detailed-route iteration zero: 105
  – Pre-Repair DR Iteration Count: 4

Floorplanning
  – DIE WIDTH: 78.7 µm
  – Std-Cell Rows: 27
  – Chip Height: 78.7 µm
  – Floorplan Core Area: 0.00557 mm²
  – I/O pins: 29
  – Init Core Util: 31.7%
  – Die Outline Area: 0.00620 mm²

Yosys
  – Most frequently used flop master after synthesis: dfrtp_1
  – Commonest cells in the synthesized netlist: dfrtp_1 (26), buf_4 (23), nand3_1 (16), o21ai_0 (12), nand2_1 (10)
  – Post-synthesis async set-or-reset flop share: 100%
  – Synthesis warning total: 0
  – Netlist area before placement: 0.00177 mm²
  – Synth Area per Inst: 9.54 µm²
  – Cell variety after synth: 44
  – Total cells reported by yosys after synthesis: 185
  – Cell type with the largest total area after synthesis: dfrtp_1
  – Synth Seq Share: 39.8%
  – Flops out of synthesis: 28
  – Cell types with the largest area share after synthesis: dfrtp_1 (37%), buf_4 (9.8%), nand3_1 (4.5%), ha_1 (3.5%), xnor2_1 (3.5%)
  – Share of the synthesized area in the top cell type: 36.9%
  – Area figure in the yosys stat output: 0.00177 mm²
  – Most used standard cell by instance count after synthesis: dfrtp_1
  – Post-synth tally of flip-flops with integrated enable: 0
  – Post-Syn Instances: 185

Pwr
  – Leakage power summed over all cells: 0.775 nW
  – Worst voltage drop across the vdd grid: 0.0967 mV
  – Overall power after layout: 0.000508 W
  – P per Cell Area: 273 mW/mm²

Layout
  – Fraction of layout instances using a drive strength above 1: 10.1%
  – Post-synthesis to final-layout area growth: 5.46%
  – Non-filler instance count after layout: 260
  – Share of the core filled with cells: 33.4%

Setup path
  – Top fanout value on the critical path: 8
  – Required time at the worst-slack endpoint: 2.80 ns
  – CP Cell Sequence: or2_2 -> o31ai_1 -> a22oi_1 -> nor4b_1 -> buf_4 -> clkdlybuf4s50_1
  – Endpoint class of the critical path: primary output
  – Kind of critical path: flip-flop to primary output
  – Worst path max stage delay: 0.46 ns
  – Crit start category: flip-flop
  – Highest-delay cell along the critical path: clkdlybuf4s50_1
  – Arrival @ worst endpoint: 2.30 ns

STA
  – Fin. Hold Viols: 0
  – Pins over their slew limit: 0
  – Unrepaired setup endpoints after global routing: false
  – Worst Clk Skew: 0.00262 ns
  – Worst slew slack as a fraction of its limit: 58.1%
  – Transition at the pin with the smallest max-transition slack: 0.624 ns
  – Post-layout worst setup margin: 0.504 ns
  – Final tally of setup violations: 0
  – Ratio of final minimum period to clock period: 85.6%
  – Clock period minus worst slack: 3.00 ns
  – Max Clock Freq: 0.334 GHz
  – Sum Neg Setup Slack: 0 ns

Clock tree
  – CTS Buf Count: 3
  – Clock transition at path regs: 0.09 ns
  – Library cell used as clock root buffer: clkbuf_8
  – Skew-Pair Late Insertion Delay: 0.27 ns
  – Post-CTS sizing: 0
  – Maximum buffer depth of the clock tree: 2
  – Setup Fix Bufs, Post-CTS: 0
  – TritonCTS clock tree: done
  – CTS sink count: 28
  – Number of H-tree levels: 1
  – Number of buffers inserted for hold repair after clock tree synthesis: 0

Status
  – Outcome: finished, final reports clean

Placed design
  – Weighted congestion reported at the end of routability-driven placement: 0.846
  – Number of buffers added on ports: 12
  – HPWL after detailed placement: 2170 µm
  – Post-place setup slack: 0.813 ns
  – Post-placement cell count: 257

Flow run
  – Max Cap Viol: 0
  – Stage-log warning count: 28

Hold path
  – Min-delay worst type: flip-flop to flip-flop
## path summary, 6_finish.rpt
kind,startpoint,end,slack [ns],cells after the start
hold reg to reg,vgaCtrl_1.io_VGA_vsync,vgaCtrl_1.io_VGA_vsync,0.47,2
max in group asynchronous,reset,vgaCtrl_1.io_VGA_vsync,2.41,3
hold / removal,vgaCtrl_1.io_VGA_vsync,vgaCtrl_1.io_VGA_vsync,0.47,2
setup / recovery,vgaCtrl_1.io_hCount[5],io_VGA_color_r[6],0.50,6
min in group asynchronous,reset,vgaCtrl_1.io_vCount[4],0.79,3
setup reg to reg,vgaCtrl_1.io_hCount[0],vgaCtrl_1.io_vCount[7],1.47,5
## cells in the final DEF (no fill, tap or decap), drive strengths merged, types with 3 or more instances in the layout
cell           instances
or3                    4
nand2                 10
conb                  16
nor4b                  4
clkbuf                 3
or4                    3
and3                   4
o21ai                 12
dfrtp                 26
ha                     5
and4                   4
nand3                 17
nor4                   3
nor3                   3
xor2                   5
nand4                  4
inv                    9
a31oi                  3
xnor2                  7
clkdlybuf4s50         12
nor2                   8
a21oi                  7
## registers in the layout, summed over array words and instances (netlist names)
register                cells
vgaCtrl_1.v_colorEn         1
vgaCtrl_1.io_vCount        12
vgaCtrl_1.io_VGA_hsync      1
vgaCtrl_1.io_VGA_vsync      1
vgaCtrl_1.io_hCount        12
vgaCtrl_1.h_colorEn         1
## stage by stage
step           hold slack, ns  cell area, µm²
2_1_floorplan           0.430            1820
3_3_place_gp            0.454            1820
3_5_place_dp            0.461            1820
4_1_cts                 0.478            1860
5_1_grt                 0.511            1860
6_report                0.469            1860
## logic make-up after synthesis
kind of cell | after synthesis | synth area share, %
and+or+nand+nor | 72 | 26.3
buffers and inverters | 38 | 14.7
AOI/OAI and AO/OA | 29 | 9.43
DFF | 28 | 39.8
xor gates and xnor gates | 12 | 5.95
adders and majority gates | 5 | 3.54
other | 1 | 0.212
## area by class of cell
class / count / area [µm²]
repair buffers: 14 / 135
inverters: 9 / 33.8
well taps: 72 / 90.1
fillers: 570 / 3710
flip-flops and latches: 28 / 703
clock buffers: 3 / 41.3
multi-input cells: 134 / 858
## routing by layer
layer / vias to the layer above / wire [µm] / track usage (%)
met1: 586 / 1530 / 16.6
met4: 0 / 45 / 3.52
met2: 44 / 1390 / 16.9
li1: 623 / - / -
met5: - / 0 / 0
met3: 4 / 139 / 1.28
## power breakdown
part           switching, W    total, W  internal [W]
combinational    0.00000674  0.00000853    0.00000179
clock             0.0000985    0.000176     0.0000773
sequential                0    0.000323      0.000323
total              0.000105    0.000508      0.000402
## critical path, delay by kind of cell (launching register included)
family	cells	cell delay (ns)
buffers and inverters	2	0.65
AND/OR/NAND/NOR	2	0.61
flip-flops	1	0.44
AND-OR/OR-AND	2	0.32
Power and IR drop assume default switching activity.
